==> ./design.v <==
module I2C_Leader( CLK_50MHz, RESET, SDA, SCL, WP, CACHE);
	input [511:0] CACHE;
	reg CLKLogic;
	input RESET;  
	input CLK_50MHz;  
	output reg SCL;
	inout SDA;
	output WP;  
	parameter 	ControlByte 	= 3'b000,
	AddressMSBByte 	= 3'b001,
	AddressLSBByte 	= 3'b010,
	DataByte 		= 3'b011,
	Done			= 3'b100;
	reg SDALogicCLK;
	reg counter;
	reg EndFlag;
	reg [2:0] ByteState;
	reg [4:0] State;
	reg sdaEnable;
	reg sdaCACHE;
	wire [14:0] MemLoc;
	reg [9:0] DataIndex;
	reg isFirstClock;
	assign SDA = (sdaEnable) ? sdaCACHE : 1'bz;
	assign WP = 0;
	assign MemLoc = 0;
	reg [31:0] ClockCounter;
	always @ (posedge CLK_50MHz or negedge RESET)
	begin
		if (RESET == 0)
			begin
				CLKLogic <= 0;
				ClockCounter <= 0;
			end
		else
			begin	 
				if (ClockCounter >= 32'd10000)  
					begin
						ClockCounter <= 32'd0;
						CLKLogic <= !CLKLogic;
					end
				else
					ClockCounter = ClockCounter + 1;
			end
	end
	always @ (negedge CLKLogic or negedge RESET) begin
		if(!RESET)
			begin
				sdaCACHE <= 1;  
				sdaEnable <= 1;
				State <= 0;
				ByteState <= 0;
				DataIndex <= 0;
				EndFlag <= 0;
				SCL <= 1;
				isFirstClock <= 0;
			end
		else
			begin
				if (isFirstClock == 0)
					begin
						isFirstClock <= 1;				
						SCL <= 1;
					end
				else
					begin
						SCL <= ~SCL;
						isFirstClock <= 1;				
					end
				case(ByteState)
					ControlByte:
					begin
						case(State)
							5'b0:		begin
								sdaCACHE <= 0;
								sdaEnable <= 1;
							end
							5'd1: 	sdaCACHE <= 1;
							5'd2:		;  
							5'd3:		sdaCACHE <= 0;
							5'd4:		;  
							5'd5:		sdaCACHE <= 1;
							5'd6:		;  
							5'd7:		sdaCACHE <= 0;
							5'd8:		;  
							5'd9:		sdaCACHE <= 0;
							5'd10:	;  
							5'd11:	sdaCACHE <= 0;
							5'd12:	;  
							5'd13:	sdaCACHE <= 0;
							5'd14:	;  
							5'd15:	sdaCACHE <= 0;
							5'd16:	;  
							default:	begin
								sdaEnable <= 0;
								ByteState <= AddressMSBByte;
							end
						endcase
						if(State >= 5'd17)
							State <= 0;
						else
							State <= State + 1;
					end
					AddressMSBByte:
					begin
						case(State)
							5'd0:		;
							5'd1: begin
								sdaCACHE <= 1;  
								sdaEnable <= 1;
							end
							5'd2:		;  
							5'd3:		sdaCACHE <= MemLoc[14];
							5'd4:		;  
							5'd5:		sdaCACHE <= MemLoc[13];
							5'd6:		;  
							5'd7:		sdaCACHE <= MemLoc[12];
							5'd8:		;  
							5'd9:		sdaCACHE <= MemLoc[11];
							5'd10:	;  
							5'd11:	sdaCACHE <= MemLoc[10];
							5'd12:	;  
							5'd13:	sdaCACHE <= MemLoc[9];
							5'd14:	;  
							5'd15:	sdaCACHE <= MemLoc[8];
							5'd16:	;  
							default:	begin
								sdaEnable <= 0;
								ByteState <= AddressLSBByte;
							end
						endcase
						if(State >= 5'd17)
							State <= 0;
						else
							State <= State + 1;
					end
					AddressLSBByte:
					begin
						case(State)
							5'd0: 	;
							5'd1: begin
								sdaCACHE <= MemLoc[7];
								sdaEnable <= 1;
							end
							5'd2:		;  
							5'd3:		sdaCACHE <= MemLoc[6];
							5'd4:		;  
							5'd5:		sdaCACHE <= MemLoc[5];
							5'd6:		;  
							5'd7:		sdaCACHE <= MemLoc[4];
							5'd8:		;  
							5'd9:		sdaCACHE <= MemLoc[3];
							5'd10:	;  
							5'd11:	sdaCACHE <= MemLoc[2];
							5'd12:	;  
							5'd13:	sdaCACHE <= MemLoc[1];
							5'd14:	;  
							5'd15:	sdaCACHE <= MemLoc[0];
							5'd16:	;  
							default:	begin
								sdaEnable <= 0;
								ByteState <= DataByte;
							end
						endcase
						if(State >= 5'd17)
							State <= 0;
						else
							State <= State + 1;
					end
					DataByte:
					begin
						case(State)
							5'd0:		;
							5'd1: 	begin
								sdaCACHE <= CACHE[DataIndex];  
								sdaEnable <= 1;
							end
							5'd2:		;  
							5'd3:		sdaCACHE <= CACHE[DataIndex + 1];
							5'd4:		;  
							5'd5:		sdaCACHE <= CACHE[DataIndex + 2];
							5'd6:		;  
							5'd7:		sdaCACHE <= CACHE[DataIndex + 3];
							5'd8:		;  
							5'd9:		sdaCACHE <= CACHE[DataIndex + 4];
							5'd10:	;  
							5'd11:	sdaCACHE <= CACHE[DataIndex + 5];
							5'd12:	;  
							5'd13:	sdaCACHE <= CACHE[DataIndex + 6];
							5'd14:	;  
							5'd15:	sdaCACHE <= CACHE[DataIndex + 7];
							5'd16:	;  
							default:	begin
								sdaEnable <= 0;  
								DataIndex <= DataIndex + 9'd8;
							end
						endcase
						if(DataIndex >= 9'd504 && State >= 5'd17)
							begin
								ByteState <= Done;
								State <= 5'd0;
							end
						else if(State >= 5'd17)
							State <= 5'd0;
						else
							State <= State + 1;
					end
					Done:
					begin
						if(!EndFlag)
							case(State)
								5'd0: ;
								5'd1: sdaEnable <= 1;
								5'd2:	begin
									sdaCACHE <= 1;
									EndFlag <= 1;
								end
							endcase
						else
							begin
								sdaEnable <= 1;
								State <= 0;
								sdaCACHE <= 1;
							end
						State <= State + 5'd1;
					end
					default:
					ByteState <= ControlByte;
				endcase
			end
	end
endmodule
==> ./run.sh <==
#!/bin/bash
# OpenROAD 26Q1-2900-gdf79404cd8, Yosys 0.63+post, stock flow scripts
make -C /OpenROAD-flow-scripts/flow DESIGN_CONFIG=/design/flow/config.mk WORK_HOME=/design/flow/orfs finish
==> ./config.mk <==
export PLATFORM = sky130hd
export DESIGN_NAME = I2C_Leader
export DESIGN_NICKNAME = I2C_Leader
export VERILOG_FILES = /design/flow/design.v
export SDC_FILE = /design/flow/constraint.sdc
export NUM_CORES = 4
export LEC_CHECK = 1
export CORE_AREA = 10 10 206 206
export DIE_AREA = 0 0 216 216
==> ./constraint.sdc <==
current_design I2C_Leader

set clk_period 2.9
set clk_io_pct 0.2

create_clock -name clk0 -period $clk_period [get_ports {CLK_50MHz}]

set non_clock_inputs [all_inputs -no_clocks]
set_input_delay [expr $clk_period * $clk_io_pct] -clock clk0 $non_clock_inputs
set_output_delay [expr $clk_period * $clk_io_pct] -clock clk0 [all_outputs]
==> impl_metrics.prom <==
# HELP chip_impl_metric Flow report values
# TYPE chip_impl_metric gauge
chip_impl_metric{name="die_h",unit="um"} 216
chip_impl_metric{name="yosys.area.top_type_share",unit="%"} 12.6
chip_impl_metric{name="final_wtd_congestion",unit=""} 0.940
chip_impl_metric{name="dieWidth",unit="um"} 216
chip_impl_metric{name="clk_path_buf_depth",unit=""} 2
chip_impl_info{name="error_line",value="[error] [KeplerFormal.cpp:679] Workflow failed: Iso has multiple drivers: .SDA0, SDA$_DFFE_NN1P_.Q0"} 1
chip_impl_metric{name="synth_flops",unit=""} 54
chip_impl_metric{name="synth.cellmix.xorXnorShare",unit="%"} 2.41
chip_impl_metric{name="syn-instance-count",unit=""} 748
chip_impl_metric{name="synth.distinct_cells",unit=""} 86
chip_impl_metric{name="count_of_endpoints_without_a_timing_constraint",unit=""} 22
chip_impl_metric{name="synthesis_area_per_yosys",unit="mm2"} 0.00654
chip_impl_metric{name="synth_async_reset_ratio",unit="%"} 100
chip_impl_metric{name="placement_rows",unit=""} 71
chip_impl_metric{name="dpl.cell_count",unit=""} 1735
chip_impl_metric{name="post_dp_cell_area",unit="mm2"} 0.0122
chip_impl_metric{name="cts-htree-levels",unit=""} 2
chip_impl_metric{name="yosysCellCount",unit=""} 748
chip_impl_metric{name="yosys.stat.seqShare",unit="%"} 20.7
chip_impl_metric{name="cts_hold_repair.buffers",unit=""} 0
chip_impl_metric{name="synth.area.mux_share",unit="%"} 16.9
chip_impl_info{name="ff_type",value="dfrtp_1"} 1
chip_impl_info{name="result_of_the_run",value="did not finish"} 1
chip_impl_metric{name="syn_area_per_cell",unit="um2"} 8.74
chip_impl_metric{name="synth-simple-area-share",unit="%"} 14.9
chip_impl_metric{name="cts-resized-gates",unit=""} 0
chip_impl_metric{name="ys_sh_aoi",unit="%"} 35.2
chip_impl_info{name="netlist.top_cell.by_area",value="dfrtp_1"} 1
chip_impl_metric{name="initial_utilization",unit="%"} 17.3
chip_impl_info{name="synth.area.top_cells",value="dfrtp_1 (13%), a22oi_1 (7.6%), mux4_2 (7.2%)"} 1
chip_impl_metric{name="synthAdderAreaFrac",unit="%"} 1.53
chip_impl_metric{name="post_cts.repair.setup_buffers",unit=""} 0
chip_impl_info{name="synth.cells.most_frequent",value="a22oi_1 (66), nand2_1 (63), nor2_1 (50)"} 1
chip_impl_metric{name="synthesis_warnings",unit=""} 2
chip_impl_metric{name="unclocked_regs",unit=""} 21
chip_impl_info{name="synth.logic.top_family",value="AND-OR/OR-AND gates"} 1
chip_impl_info{name="top_cell",value="a22oi_1"} 1
chip_impl_metric{name="io_pins",unit=""} 517
chip_impl_metric{name="placement.io_buffers",unit=""} 514
chip_impl_metric{name="numCtsBuffers",unit=""} 5
chip_impl_metric{name="combined_area_of_all_synthesized_cells",unit="mm2"} 0.00654
chip_impl_metric{name="enable_flop_cells",unit=""} 0
chip_impl_info{name="flow.stopped_at",value="4_1_cts"} 1
chip_impl_metric{name="dpl.hpwl",unit="mm"} 40.5
chip_impl_info{name="cts_root_buf",value="clkbuf_16"} 1
## cells by family after synthesis
| family | Yosys count |
|---|---|
| compound gates | 294 |
| simple gates | 198 |
| buf+inv | 94 |
| mux | 80 |
| flops | 54 |
| xor+xnor | 18 |
| fa+ha+maj | 8 |
| other cells | 2 |
## through the flow
stage | power, mW | setup slack [ns] | hold WS, ns
detailed placement | 1.31 | 1.05 | 0.510
floorplan | 0.562 | 1.29 | 0.284
global placement | 1.31 | 1.07 | 0.484
Power is estimated from default activity; no workload was simulated.
