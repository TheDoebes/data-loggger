--- design.v ---
module data_logger(SW, LEDR, SCL,SDA,WP, CLK_50MHz, Dout,Din,CS,CLKsample, LEDG, LEDG8);
	input SW;
	input CLK_50MHz;
	output LEDR;
	output [7:0] LEDG;
	output LEDG8;
	input Dout;  
	output logic CLKsample;  
	output logic Din;  
	output logic CS;  
	output logic SCL;
	inout SDA;
	output WP;  
	parameter 	
		ControlByte 	= 3'b000,
		AddressMSBByte 	= 3'b001,
		AddressLSBByte 	= 3'b010,
		DataByte 		= 3'b011,
		Done			= 3'b100;
	logic [511:0] CACHE;	 
	logic [9:0] CacheIndex;  
	logic [9:0] CacheIndex_next;  
	wire RESET;				 
	logic EEPROM_RST;		 
	logic [7:0] Sample_word;  
	logic sample_available;  
	logic [4:0] timeCounter;  
	logic [4:0] timeCounter_next;  
	logic [4:0] stateCounter;  
	logic [4:0] stateCounter_next;  
	logic [7:0] sample;  
	logic CLK_ROM_Tx;  
	logic [31:0] ROM_ClockCounter;  
	logic EndFlag;  
	logic [2:0] ByteState;  
	logic [4:0] State;  
	logic [4:0] State_next;
	logic sdaEnable;  
	logic sdaCACHE;  
	logic [9:0] DataIndex;  
	logic isFirstClock;  
	logic doneLEDG;
	assign SDA = (sdaEnable) ? sdaCACHE : 1'bz;
	assign WP = 0;
	assign RESET = SW;
	assign LEDR = !RESET;
	assign LEDG = Sample_word;
	assign LEDG8 = doneLEDG;
	always @(*) begin
		stateCounter_next = stateCounter + 5'b1;
	end
	always @ (posedge CLKsample or negedge RESET)
	begin
		if (!RESET)
			begin
				stateCounter <= 5'd16;  
				CS <= 1'b1;
				Din <= 1'b1;
				sample <= 8'd0;
				Sample_word <= 8'd0;
				sample_available <= 1'b1;				
			end
		else
			begin
				case (stateCounter)  
					5'd0	:
					begin
						stateCounter <= stateCounter_next;
						CS <= 1'b1;
						Din <= 1'b1;  
					end
					5'd1	:
					begin
						stateCounter <= stateCounter_next;
						CS <= 1'b0;  
						Din <= 1'b1;  
					end
					5'd2	:
					begin
						stateCounter <= stateCounter_next;
						CS <= 1'b0;  
						Din <= 1'b1;  
					end
					5'd3	:
					begin
						stateCounter <= stateCounter_next;
						CS <= 1'b0;  
						Din <= 1'b1;  
					end
					5'd4	:  
					begin
						stateCounter <= stateCounter_next;
						CS <= 1'b0;  
						Din <= 1'b1;  
					end
					5'd5	: 
					begin
						stateCounter <= stateCounter_next;
						CS <= 1'b0;  
						Din <= 1'b1;  
					end
					5'd6	:
					begin
						stateCounter <= stateCounter_next;
						CS <= 1'b0;  
						Din <= 1'b1;  
					end
					5'd7	:
					begin
						stateCounter <= stateCounter_next;
						CS <= 1'b0;  
						Din <= 1'b1;  
						sample[0] <= Dout;  
					end
					5'd8	:
					begin
						stateCounter <= stateCounter_next;
						CS <= 1'b0;  
						Din <= 1'b1;  
						sample[1] <= Dout;  
					end
					5'd9	:
					begin
						stateCounter <= stateCounter_next;
						CS <= 1'b0;  
						Din <= 1'b1;  
						sample[2] <= Dout;  
					end
					5'd10	:
					begin
						stateCounter <= stateCounter_next;
						CS <= 1'b0;  
						Din <= 1'b1;  
						sample[3] <= Dout;  
					end
					5'd11	:
					begin
						stateCounter <= stateCounter_next;
						CS <= 1'b0;  
						Din <= 1'b1;  
						sample[4] <= Dout;  
					end
					5'd12	:
					begin
						stateCounter <= stateCounter_next;
						CS <= 1'b0;  
						Din <= 1'b1;  
						sample[5] <= Dout;  
					end
					5'd13	:
					begin
						stateCounter <= stateCounter_next;
						CS <= 1'b0;  
						Din <= 1'b1;  
						sample[6] <= Dout;  
					end
					5'd14	:
					begin
						stateCounter <= stateCounter_next;
						CS <= 1'b0;  
						Din <= 1'b1;  
						sample[7] <= Dout;  
						sample_available <= 1'b1;
					end
					5'd15	:
					begin
						stateCounter <= stateCounter_next;
						CS <= 1'b1;  
						Din <= 1'b1;  
						Sample_word <= sample;
						sample_available <= 1'b0;
					end
					5'd16	:
					begin
						CS <= 1'b1;  
						Din <= 1'b1;  
						stateCounter <= 5'd0;
						sample_available <= 1'b1;
					end
					default	: stateCounter <= 5'd0;
				endcase
			end	 
	end
	always @(*) begin
		timeCounter_next = timeCounter + 5'b1;
	end
	always @ (posedge CLK_50MHz or negedge RESET)
	begin
		if (RESET == 0)
			begin
				CLKsample <= 0;
				timeCounter <= 5'd0;
			end
		else
			begin
				timeCounter <= timeCounter_next;
				if (timeCounter == 5'd8)
				begin
					CLKsample <= !CLKsample;
					timeCounter <= 5'd0;
				end
			end  
	end
	always @ (posedge CLK_50MHz or negedge EEPROM_RST)
	begin
		if (!EEPROM_RST)
			begin
				CLK_ROM_Tx <= 0;
				ROM_ClockCounter <= 0;
			end
		else
			begin	 
				if (ROM_ClockCounter >= 32'd10000)  
					begin
						ROM_ClockCounter <= 32'd0;
						CLK_ROM_Tx <= !CLK_ROM_Tx;
					end
				else
					ROM_ClockCounter = ROM_ClockCounter + 1;
			end
	end
	always @(*) begin
		State_next = State + 5'd1;
	end
	always @ (negedge CLK_ROM_Tx or negedge EEPROM_RST) begin
		if(!EEPROM_RST)
			begin
				sdaCACHE <= 1;  
				sdaEnable <= 1;
				State <= 0;
				ByteState <= 0;
				DataIndex <= 0;
				EndFlag <= 0;
				SCL <= 1;
				isFirstClock <= 0;
			end
		else
			begin
				if (isFirstClock == 0)
					begin
						isFirstClock <= 1;				
						SCL <= 1;
					end
				else
					begin
						SCL <= ~SCL;
						isFirstClock <= 1;				
					end
				case(ByteState)
					ControlByte:
					begin
						case(State)
							5'b0:		begin
								sdaCACHE <= 0;
								sdaEnable <= 1;
							end
							5'd1: 	sdaCACHE <= 1;
							5'd2:		;  
							5'd3:		sdaCACHE <= 0;
							5'd4:		;  
							5'd5:		sdaCACHE <= 1;
							5'd6:		;  
							5'd7:		sdaCACHE <= 0;
							5'd8:		;  
							5'd9:		sdaCACHE <= 0;
							5'd10:	;  
							5'd11:	sdaCACHE <= 0;
							5'd12:	;  
							5'd13:	sdaCACHE <= 0;
							5'd14:	;  
							5'd15:	sdaCACHE <= 0;
							5'd16:	;  
							default:	begin
								sdaEnable <= 0;
								ByteState <= AddressMSBByte;
							end
						endcase
						if(State >= 5'd17)
							State <= 0;
						else
							State <= State_next;
					end
					AddressMSBByte:
					begin
						case(State)
							5'd0:		;
							5'd1: begin
								sdaCACHE <= 1;  
								sdaEnable <= 1;
							end
							5'd2:		;  
							5'd3:		sdaCACHE <= 1'b0;
							5'd4:		;  
							5'd5:		sdaCACHE <= 1'b0;
							5'd6:		;  
							5'd7:		sdaCACHE <= 1'b0;
							5'd8:		;  
							5'd9:		sdaCACHE <= 1'b0;
							5'd10:	;  
							5'd11:	sdaCACHE <= 1'b0;
							5'd12:	;  
							5'd13:	sdaCACHE <= 1'b0;
							5'd14:	;  
							5'd15:	sdaCACHE <= 1'b0;
							5'd16:	;  
							default:	begin
								sdaEnable <= 0;
								ByteState <= AddressLSBByte;
							end
						endcase
						if(State >= 5'd17)
							State <= 0;
						else
							State <= State_next;
					end
					AddressLSBByte:
					begin
						case(State)
							5'd0: 	;
							5'd1: begin
								sdaCACHE <= 1'b0;
								sdaEnable <= 1;
							end
							5'd2:		;  
							5'd3:		sdaCACHE <= 1'b0;
							5'd4:		;  
							5'd5:		sdaCACHE <= 1'b0;
							5'd6:		;  
							5'd7:		sdaCACHE <= 1'b0;
							5'd8:		;  
							5'd9:		sdaCACHE <= 1'b0;
							5'd10:	;  
							5'd11:	sdaCACHE <= 1'b0;
							5'd12:	;  
							5'd13:	sdaCACHE <= 1'b0;
							5'd14:	;  
							5'd15:	sdaCACHE <= 1'b0;
							5'd16:	;  
							default:	begin
								sdaEnable <= 0;
								ByteState <= DataByte;
							end
						endcase
						if(State >= 5'd17)
							State <= 0;
						else
							State <= State_next;
					end
					DataByte:
					begin
						case(State)
							5'd0:		;
							5'd1: 	begin
								sdaCACHE <= CACHE[DataIndex];  
								sdaEnable <= 1;
							end
							5'd2:		;  
							5'd3:		sdaCACHE <= CACHE[DataIndex + 1];
							5'd4:		;  
							5'd5:		sdaCACHE <= CACHE[DataIndex + 2];
							5'd6:		;  
							5'd7:		sdaCACHE <= CACHE[DataIndex + 3];
							5'd8:		;  
							5'd9:		sdaCACHE <= CACHE[DataIndex + 4];
							5'd10:	;  
							5'd11:	sdaCACHE <= CACHE[DataIndex + 5];
							5'd12:	;  
							5'd13:	sdaCACHE <= CACHE[DataIndex + 6];
							5'd14:	;  
							5'd15:	sdaCACHE <= CACHE[DataIndex + 7];
							5'd16:	;  
							default:	begin
								sdaEnable <= 0;  
								DataIndex <= DataIndex + 9'd8;
							end
						endcase
						if(DataIndex >= 9'd504 && State >= 5'd17)
							begin
								ByteState <= Done;
								State <= 5'd0;
							end
						else if(State >= 5'd17)
							State <= 5'd0;
						else
							State <= State_next;
					end
					Done:
					begin
						if(!EndFlag)
							case(State)
								5'd0: ;
								5'd1: sdaEnable <= 1;
								5'd2:	begin
									sdaCACHE <= 1;
									EndFlag <= 1;
								end
							endcase
						else
							begin
								sdaEnable <= 1;
								State <= 0;
								sdaCACHE <= 1;
							end
						State <= State_next;
					end
					default:
					ByteState <= ControlByte;
				endcase
			end
	end
	always @(*) begin
		CacheIndex_next = CacheIndex + 9'd8;;
	end
	always @ (negedge sample_available or negedge RESET)  
	begin
		if (RESET == 0)
			begin
				CACHE <= 511'd0;
				CacheIndex <= 9'd0;
				EEPROM_RST <= 0;
				doneLEDG <= 0;
			end
		else
			begin
				if (CacheIndex < 9'd64)
					begin
						CACHE[CacheIndex + 9'd0] <= Sample_word[8'd0];
						CACHE[CacheIndex + 9'd1] <= Sample_word[8'd1];
						CACHE[CacheIndex + 9'd2] <= Sample_word[8'd2];
						CACHE[CacheIndex + 9'd3] <= Sample_word[8'd3];
						CACHE[CacheIndex + 9'd4] <= Sample_word[8'd4];
						CACHE[CacheIndex + 9'd5] <= Sample_word[8'd5];
						CACHE[CacheIndex + 9'd6] <= Sample_word[8'd6];
						CACHE[CacheIndex + 9'd7] <= Sample_word[8'd7];
						CacheIndex <= CacheIndex_next;
						EEPROM_RST <= 0;  
						doneLEDG <= 0;
					end
				else
					begin
						CacheIndex <= 9'd64;
						EEPROM_RST <= 1;  
						doneLEDG <= 1;
					end
			end
	end
endmodule
--- constraint.sdc ---
current_design data_logger

set clk_period 2.4
set clk_io_pct 0.2

create_clock -name clk0 -period $clk_period [get_ports {CLK_50MHz}]

set non_clock_inputs [all_inputs -no_clocks]
set_input_delay [expr $clk_period * $clk_io_pct] -clock clk0 $non_clock_inputs
set_output_delay [expr $clk_period * $clk_io_pct] -clock clk0 [all_outputs]
--- run.sh ---
#!/bin/bash
# OpenROAD 26Q1-2900-gdf79404cd8, Yosys 0.63+post, stock flow scripts
make -C /OpenROAD-flow-scripts/flow DESIGN_CONFIG=/design/flow/config.mk WORK_HOME=/design/flow/orfs finish
--- config.mk ---
export PLATFORM = sky130hd
export DESIGN_NAME = data_logger
export DESIGN_NICKNAME = data_logger
export VERILOG_FILES = /design/flow/design.v
export SDC_FILE = /design/flow/constraint.sdc
export NUM_CORES = 4
export LEC_CHECK = 1
export CORE_UTILIZATION = 50
==> results.yml <==
# yosys + openroad results
yosys:
  yosys-stat-area_um2: 23300
  ys_seq_elements: 603
  yosys_cells: 2003
  yosys_most_used_dff: "dfrtn_1"
  syn_avg_cell_area_um2: 11.6
  edf_count: 0
  syn_area_um2: 23300
  syn_inst: 2003
  synth_warnings: 2
  yosysUniqueCellTypes: 88
  synthArstFlopShare_pct: 100
  ys_seq_share_pct: 64.8
place:
  dp_cells: 2148
  io_buffers: 15
  gp_congestion: 0.848
  hpwl_mm: 28.1
clock_network:
  clockBufferDepth: 2
  cts_resized: 0
  cts-root-buf: "clkbuf_16"
  cts_setup_buffers: 0
  ctsHoldBuffers: 1
  numCtsBuffers: 5
  htree_levels: 2
outcome:
  tool.error: "[error] [KeplerFormal.cpp:679] Workflow failed: Iso has multiple drivers: .SDA0, SDA$_DFFE_NN1P_.Q0"
  lastStage: "4_1_cts"
  outcome: "stopped before the end"
floorplanning:
  die-width_um: 218
  row_count: 78
  io_pins: 19
  die_h_um: 218
  floorplan.core_util_pct: 51.0
sta:
  unclocked_pins: 564
  untimed_endpoints: 572
Yosys cell counts (5+ instances only):
cell / instances / area (um^2)
nor4_1: 9 / 56.3
dfrtp_1: 59 / 1480
clkbuf_1: 465 / 1750
a32o_1: 16 / 160
a211oi_1: 7 / 52.6
xnor2_1: 13 / 114
o31ai_1: 5 / 37.5
dfrtn_1: 538 / 13500
nor2b_1: 13 / 81.3
nand2b_1: 8 / 50.1
a21oi_1: 35 / 175
nand4_1: 9 / 56.3
a22o_1: 15 / 131
a222oi_1: 40 / 400
and3_1: 10 / 62.6
a31oi_1: 16 / 100
buf_2: 35 / 175
nor2_1: 61 / 229
mux2i_1: 22 / 220
a22oi_1: 31 / 233
o22ai_1: 7 / 43.8
mux4_2: 16 / 360
nor3_1: 11 / 55.1
inv_1: 31 / 116
nand3_1: 47 / 235
xor2_1: 10 / 87.6
ha_1: 23 / 288
a221o_1: 12 / 120
buf_4: 14 / 105
o221ai_1: 6 / 52.6
o21ai_0: 50 / 250
a221oi_1: 44 / 385
a2111oi_0: 5 / 43.8
nand3b_1: 5 / 37.5
mux2_2: 31 / 349
buf_6: 11 / 124
nand2_1: 182 / 683
dfstp_2: 6 / 158
cells by family after synthesis:
kind of cell	share of synthesized area [%]
flops	64.8
buf+inv	9.82
simple gates	7.44
compound gates	11.8
mux	4.04
fa+ha+maj	1.24
xor+xnor	0.865
other cells	0.0322
through the flow:
stage	instance area [um^2]	power (mW)	utilization (%)	worst slack [ns]
2_1_floorplan	23400	0.703	-	0.532
3_3_place_gp	22400	0.901	49.1	0.359
3_5_place_dp	22400	0.906	49.1	0.271
Power figures rest on the tool's default switching activity, not on a simulated workload.
