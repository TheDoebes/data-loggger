### config.mk
export PLATFORM = sky130hd
export DESIGN_NAME = SPI_Leader
export DESIGN_NICKNAME = SPI_Leader
export VERILOG_FILES = /design/flow/design.v
export SDC_FILE = /design/flow/constraint.sdc
export NUM_CORES = 4
export LEC_CHECK = 1
export CORE_AREA = 10 10 93 93
export DIE_AREA = 0 0 103 103
### design.v
module SPI_Leader(CLK_50MHz, CLKsample, Din, Dout, CS, RESET, Sample_word);
	input CLK_50MHz;  
	input Dout;  
	input RESET;  
	output reg CLKsample;  
	output reg Din;  
	output reg CS;  
	output reg [7:0] Sample_word;  
	reg [4:0] timeCounter;  
	reg [4:0] stateCounter;  
	reg [7:0] sample;  
	always @ (posedge CLKsample or negedge RESET)
	begin
		if (RESET == 0)
			begin
				stateCounter <= 5'd15;  
				CS <= 1'b1;
				Din <= 1'b1;
				sample <= 8'd0;
				Sample_word <= 8'd0;
			end
		else
			begin
				case (stateCounter)  
					5'd0	:
					begin
						stateCounter <= stateCounter + 1;
						CS <= 1'b1;
						Din <= 1'b1;  
					end
					5'd1	:
					begin
						stateCounter <= stateCounter + 1;
						CS <= 1'b0;  
						Din <= 1'b1;  
					end
					5'd2	:
					begin
						stateCounter <= stateCounter + 1;
						CS <= 1'b0;  
						Din <= 1'b1;  
					end
					5'd3	:
					begin
						stateCounter <= stateCounter + 1;
						CS <= 1'b0;  
						Din <= 1'b1;  
					end
					5'd4	:  
					begin
						stateCounter <= stateCounter + 1;
						CS <= 1'b0;  
						Din <= 1'b1;  
					end
					5'd5	:
					begin
						stateCounter <= stateCounter + 1;
						CS <= 1'b0;  
						Din <= 1'b1;  
					end
					5'd6	:
					begin
						stateCounter <= stateCounter + 1;
						CS <= 1'b0;  
						Din <= 1'b1;  
						sample[0] <= Dout;  
					end
					5'd7	:
					begin
						stateCounter <= stateCounter + 1;
						CS <= 1'b0;  
						Din <= 1'b1;  
						sample[1] <= Dout;  
					end
					5'd8	:
					begin
						stateCounter <= stateCounter + 1;
						CS <= 1'b0;  
						Din <= 1'b1;  
						sample[2] <= Dout;  
					end
					5'd9	:
					begin
						stateCounter <= stateCounter + 1;
						CS <= 1'b0;  
						Din <= 1'b1;  
						sample[3] <= Dout;  
					end
					5'd10	:
					begin
						stateCounter <= stateCounter + 1;
						CS <= 1'b0;  
						Din <= 1'b1;  
						sample[4] <= Dout;  
					end
					5'd11	:
					begin
						stateCounter <= stateCounter + 1;
						CS <= 1'b0;  
						Din <= 1'b1;  
						sample[5] <= Dout;  
					end
					5'd12	:
					begin
						stateCounter <= stateCounter + 1;
						CS <= 1'b0;  
						Din <= 1'b1;  
						sample[6] <= Dout;  
					end
					5'd13	:
					begin
						stateCounter <= stateCounter + 1;
						CS <= 1'b0;  
						Din <= 1'b1;  
						sample[7] <= Dout;  
					end
					5'd14	:
					begin
						stateCounter <= stateCounter + 1;
						CS <= 1'b1;  
						Din <= 1'b1;  
						Sample_word <= sample;
					end
					5'd15	:
					begin
						CS <= 1'b1;  
						Din <= 1'b1;  
						stateCounter <= 5'd0;
					end
					default	: stateCounter <= 5'd0;
				endcase
			end	 
	end
	always @ (posedge CLK_50MHz or negedge RESET)
	begin
		if (RESET == 0)
			begin
				CLKsample <= 0;
				timeCounter <= 5'd0;
			end
		else
			begin
				timeCounter <= timeCounter + 1;
				if (timeCounter == 5'd8)
				begin
					CLKsample <= !CLKsample;
					timeCounter <= 5'd0;
				end
			end  
	end
endmodule
### constraint.sdc
current_design SPI_Leader

set clk_period 2.3
set clk_io_pct 0.2

create_clock -name clk0 -period $clk_period [get_ports {CLK_50MHz}]

set non_clock_inputs [all_inputs -no_clocks]
set_input_delay [expr $clk_period * $clk_io_pct] -clock clk0 $non_clock_inputs
set_output_delay [expr $clk_period * $clk_io_pct] -clock clk0 [all_outputs]
### run.sh
#!/bin/bash
# OpenROAD 26Q1-2900-gdf79404cd8, Yosys 0.63+post, stock flow scripts
make -C /OpenROAD-flow-scripts/flow DESIGN_CONFIG=/design/flow/config.mk WORK_HOME=/design/flow/orfs finish
==> impl_metrics.env <==
# flow metrics
export IMPL_outcome="complete, no violations"
export IMPL_setup_viol=0
export IMPL_fin_crit_ns=1.47
export IMPL_p_leak_uw=0.000667
export IMPL_required_ns=1.84
export IMPL_globalRouteTotalUtil_pct=4.60
export IMPL_synth_seq_share_pct=53.4
export IMPL_drt_pass1_iter_count=4
export IMPL_synth_area_mm2=0.00132
export IMPL_row_count=30
export IMPL_hold_end="timeCounter[0]"
export IMPL_post_cts_buffers=0
export IMPL_die_h_um=103
export IMPL_unclocked_pins=22
export IMPL_hold_violations=0
export IMPL_drt_initial_drc_count=22
export IMPL_end_kind="output port"
export IMPL_grt_max_degree=24
export IMPL_r2r_slack_ns=1.07
export IMPL_gp_congestion=0.829
export IMPL_min_path_cells=1
export IMPL_cap_violations=0
export IMPL_vias_per_cell=4.04
export IMPL_ios=14
export IMPL_insertion_delay_ns=0.22
export IMPL_grt_overflow_total=0
export IMPL_cts_resized_gates=0
export IMPL_ys_chip_area_mm2=0.00132
export IMPL_ctsHoldBuffers=0
export IMPL_cp_num_buf_inv=1
export IMPL_ys_types=34
export IMPL_post_drt_wl_per_cell_um=11.6
export IMPL_grt_pass1_wl_um=3910
export IMPL_min_from="timeCounter[0]"
export IMPL_cts_htree_levels=1
export IMPL_untimed_endpoints=31
export IMPL_worstReg2RegStart="timeCounter[0]"
export IMPL_ant_nets=0
export IMPL_crit_path_start_kind="register"
export IMPL_wl_um=2340
export IMPL_path_delay_family="buffers and inverters"
export IMPL_grt_pass1_vias=825
export IMPL_skew_ns=0.00143
export IMPL_path_max_fanout=2
export IMPL_yosys_cells=109
export IMPL_hp_class="reg -> reg"
export IMPL_netlist_area_leader_share_pct=43.5
export IMPL_synth_area_per_cell_um2=12.1
export IMPL_place_area_mm2=0.00153
export IMPL_fin_area_mm2=0.00157
export IMPL_drv_slew=0
export IMPL_top_area_cell="dfrtp_1"
export IMPL_r2r_end="CLKsample"
export IMPL_r2r_cells=5
export IMPL_diodes=0
export IMPL_fp_util_pct=19.6
export IMPL_fmax_mhz=682
export IMPL_numCtsBuffers=3
export IMPL_vias=817
export IMPL_synthToLayoutAreaGrowth_pct=18.5
export IMPL_path_class="reg -> out"
export IMPL_topCellsByArea="dfrtp_1, mux2_2, dfstp_2"
export IMPL_grt_antenna_before_repair=0
export IMPL_setup_tns_ns=0
export IMPL_path_clk_slew_ns=0.04
export IMPL_die_area_mm2=0.0106
export IMPL_hpwl_um=1740
export IMPL_fin_crit_sh_pct=63.8
export IMPL_warnings=29
export IMPL_core_area_mm2=0.00676
export IMPL_cts_buffer_depth=2
export IMPL_dieWidth_um=103
export IMPL_syn_inst=109
export IMPL_power_per_cell_area_mw_per_mm2=178
export IMPL_irDropWorstVdd_uv=155
export IMPL_rsz0062_at_grt="no"
export IMPL_crit_chain="clkdlybuf4s50_1"
export IMPL_cts_tree="built"
export IMPL_drive_gt1_share_pct=23.8
export IMPL_clockRootBuffer="clkbuf_8"
export IMPL_cp_slowest_stage_delay_ns=0.46
export IMPL_ys_flops=28
export IMPL_route_detailed_drc=0
export IMPL_io_buffers=12
export IMPL_synth_warnings=1
export IMPL_critPathSlowestCell="clkdlybuf4s50_1"
export IMPL_crit_arrival_ns=1.01
-- cell type report --
class | instances | area [um2]
multi-input cells | 70 | 559
repair buffers | 14 | 135
inverters | 7 | 26.3
flip-flops and latches | 28 | 707
well taps | 80 | 100
fillers | 708 | 5190
clock buffers | 3 | 41.3
-- cells by family after synthesis --
| kind of cell | synth area share, % |
|---|---|
| other | 0.283 |
| multiplexers | 14.5 |
| AND/OR/NAND/NOR | 11.5 |
| adder cells (fa/ha/maj) | 6.62 |
| buffers and inverters | 4.35 |
| flip-flops | 53.4 |
| XOR/XNOR | 3.31 |
| AND-OR/OR-AND | 6.05 |
-- placed cells by master (no fill, tap or decap), types with 2 or more instances in the layout --
cell type and instances:
nor2_1 4, nand3_1 4, dfrtp_1 23, clkbuf_8 3, ha_1 7, buf_4 2
xor2_1 3, nand2_1 8, nor3b_1 2, clkdlybuf4s50_1 12, a31oi_1 4, inv_1 7
xnor2_1 2, mux2_2 17, dfstp_2 5
-- state kept, by name (all words and copies together) (netlist names) --
signal and cells:
CLKsample 1, Sample_word 8, timeCounter 5, sample 8
CS 1, stateCounter 5
-- cell usage after synthesis --
cell	n
a211o_1	1
a21o_1	1
a21oi_1	1
a311o_1	1
a31oi_1	4
and3_1	1
and3_2	1
and3b_1	1
buf_2	1
buf_4	2
buf_6	1
conb_1	1
dfrtp_1	23
dfstp_2	5
ha_1	7
inv_1	7
mux2_2	17
nand2_1	8
nand2_2	1
nand3_1	4
nand3b_1	1
nand4_1	1
nor2_1	4
nor2b_1	1
nor3_1	1
nor3b_1	2
nor4bb_1	1
o21ai_0	1
o21ai_1	1
o21bai_1	1
o22ai_1	1
or3b_1	1
xnor2_1	2
xor2_1	3
-- how the worst max path moves through the flow --
stage	startpoint	depth (start not counted)	slack, ns	to
CTS	CLKsample	1	0.82	CLKsample
global route	CLKsample	1	0.79	CLKsample
finish	CLKsample	1	0.83	CLKsample
-- metrics by stage --
step / hold slack (ns) / cells / total power [uW] / setup WS (ns) / utilization (%)
detailed placement: 0.474 / 199 / 125 / 1.06 / 22.6
global route: 0.509 / 202 / 290 / 0.788 / 23.2
CTS: 0.489 / 202 / 285 / 0.818 / 23.2
global placement: 0.470 / 199 / 125 / 1.06 / 22.6
finish: 0.485 / 202 / 279 / 0.833 / 23.2
floorplan: 0.164 / 109 / 109 / 1.12 / -
-- where the power goes --
group | internal, uW | switching, uW | leakage, uW
registers | 107 | 0 | 0.000325
clock network | 112 | 44.1 | 0.0000216
logic | 4.24 | 11.6 | 0.000321
-- metal layers --
metal | track usage (%) | wire length, um
met1 | 6.06 | 1140
met5 | 0 | 0
met3 | 1.35 | 130
met4 | 0.963 | 43
met2 | 7.36 | 1030
Power is estimated from default activity; no workload was simulated.
